### flow/design.v
`timescale 1ns / 1ps
module get_digit(
    input [13:0] in,
    output [3:0] digit
    );
assign digit = in - 10 * (in / 10);
endmodule 
module binary2bcd_div(
    input [13:0] in_binary,
    output [15:0] packed_bcd
    );
wire [13:0] a, b, c, d;
assign a = in_binary;
assign b = a/10;
assign c = b/10;
assign d = c/10;
wire [3:0] digit_1, digit_2, digit_3, digit_4;
get_digit G0(.in(a), .digit(digit_1));
get_digit G1(.in(b), .digit(digit_2));
get_digit G2(.in(c), .digit(digit_3));
get_digit G3(.in(d), .digit(digit_4));
assign packed_bcd = {digit_4, digit_3, digit_2, digit_1};
endmodule
### flow/run.sh
#!/bin/bash
# OpenROAD 26Q1-2900-gdf79404cd8, Yosys 0.63+post, stock flow scripts
make -C /OpenROAD-flow-scripts/flow DESIGN_CONFIG=/design/flow/config.mk WORK_HOME=/design/flow/orfs finish
### flow/config.mk
export PLATFORM = sky130hd
export DESIGN_NAME = binary2bcd_div
export DESIGN_NICKNAME = binary2bcd_div
export VERILOG_FILES = /design/flow/design.v
export SDC_FILE = /design/flow/constraint.sdc
export NUM_CORES = 4
export LEC_CHECK = 1
export CORE_UTILIZATION = 30
### flow/constraint.sdc
current_design binary2bcd_div

set clk_period 13.0
set clk_io_pct 0.2

create_clock -name clk0 -period $clk_period

set non_clock_inputs [all_inputs -no_clocks]
set_input_delay [expr $clk_period * $clk_io_pct] -clock clk0 $non_clock_inputs
set_output_delay [expr $clk_period * $clk_io_pct] -clock clk0 [all_outputs]
==> out/qor.yml <==
hold_path:
  worst_hold_path_type: "input pin to primary output"
grt:
  grt_pass1_vias: 6825
  grt_start_max_net_pins: 21
  busiest_layer: "met2"
  track_usage_pct: 21.19
  antenna_found_initial: 0
  grt_util_met1_pct: 32.04
  grt_use_met3_pct: 0.8488
  use_met2_pct: 34.11
  grt_first_pass_wirelength_um: 31750
  grt_remaining_overflow: 0
pwr:
  powerDensity_nw_per_um2: 145.9
  power.total_mw: 1.323
  leakage_nw: 3.877
  peakVddDrop_uv: 95.72
die:
  fp_util_pct: 31.07
  die_w_um: 134.0
  fp.dieH_um: 134.0
  ioPinCount: 30
  die_area_um2: 17950
  num_rows: 47
  coreArea_um2: 16820
cells_and_area:
  final_cells: 1380
  num-clock-buffers: 0
  logic_area_um2: 5533
  nFillCells: 1498
  syn_to_final_growth_pct: 73.43
  nFlopsAndLatches: 0
  final_cell_mix: "358 x buf_4, 80 x nand2_1, 73 x nor2_1"
  layout_top_cell: "buf_4"
  layout-drive-gt1-share_pct: 46.29
  seq_area_um2: 0
sta:
  setup_violations: 10
  rsz0062_at_grt: "yes"
  hold_violations: 0
  fmax_mhz: 67.75
  report.final.slew_viol_count: 0
  worstMarginPinSlew_ns: 0.5288
  period_minus_slack_ns: 14.76
  slew_headroom_pct: 64.19
  holdWs_ns: 6.026
  fin_ws_ns: -1.760
  min_period_over_period_pct: 113.5
critical_path:
  critPathMaxFanout: 13
  start_kind: "input pin"
  cp.arrival_ns: 12.16
  cp-end-kind: "primary output"
  critical_path.max_stage_delay_ns: 0.55
  cp.required_ns: 10.40
  crit_buf_inv: 12
  path_class: "input pin to primary output"
  crit_family: "simple AND/OR/NAND/NOR gates"
  critPathSlowestCell: "or4_4"
logic_synthesis:
  yosysTopAreaCell: "nand2_1"
  topCellsByArea: "nand2_1 5.7%, nor2_1 5.7%, a21oi_1 5.2%"
  yosysTopAreaCellShare_pct: 5.746
  yosysChipArea_um2: 5226
  syn_area_per_cell_um2: 6.484
  postSynthSeqShare_pct: 0
  syn-instance-count: 806
  ys_cells: 806
  syn_area_um2: 5226
  yosysWarnings: 0
  ys_types: 109
routing:
  n_antenna_cell: 0
  post-route-drc-count: 0
  ant_nets: 0
  drt_first_pass_iters: 5
  vias_per_cell: 5.412
  wl_um: 18960
  drt_iter0_markers: 406
  routed-via-count: 7469
  wl_per_cell_um: 13.74
outcome:
  outcome: "complete, but fails checks"
  violations: "negative setup slack"
place:
  place_congestion: 0.9796
  place_hpwl_um: 15180
  io_buffer_count: 30
  dp_cells: 1336
clock_network:
  hold_buffers: 0
flow_run:
  tool_warnings: 42
  max_cap_viol_count: 0
path summary, 6_finish.rpt:
path,from,end,slack [ns],depth (start not counted)
setup / recovery,in_binary[12],packed_bcd[15],-1.76,53
hold / removal,in_binary[0],packed_bcd[0],6.03,2
layout make-up:
| cell class | count | share of cell area [%] |
|---|---|---|
| Inverter | 43 | 1.891 |
| Multi-Input combinational cell | 721 | 61.04 |
| Tap cell | 220 | 3.037 |
| Timing Repair Buffer | 396 | 34.03 |
metal layers:
layer | part of all wire (%) | vias up
li1 | - | 3816
met4 | 1.2 | 0
met2 | 45 | 150
met1 | 51 | 3478
met3 | 3.0 | 25
met5 | 0 | -
cell usage after synthesis (all sizes together) (5+ instances only):
cell and n:
o311ai 5, buf 19, inv 41, nand4 12
a31oi 16, ha 19, o221ai 5, clkbuf 23
o22ai 10, o211ai 15, o21bai 8, or3 8
o21a 8, o31ai 15, or2 10, a211o 8
and2 10, or4 5, nor3 34, nand3 29
nand2b 14, a211oi 21, nand2 83, a22oi 6
a21oi 59, nor2 84, a21boi 6, o21ai 64
xnor2 28, nor4 11, mux2i 11, nand3b 5
and3 9, a31o 7, o32ai 5, xor2 8
o2111ai 6
kinds of logic (layout without fill, tap and decap cells):
group,count (synthesis),in the layout,synth area share [%]
adders and majority gates,27,27,6.847
and+or+nand+nor,332,332,32.99
xor gates and xnor gates,36,36,6.177
AOI/OAI and AO/OA,313,313,44.27
muxes,13,13,2.538
buffers and inverters,85,439,7.182
through the flow:
step           utilization [%]  setup slack (ns)  cell area (um^2)  TNS (ns)
2_1_floorplan                -            -1.616              5524    -6.461
3_3_place_gp             49.22            -2.671              8278    -17.40
3_5_place_dp             49.22            -2.781              8278    -18.34
4_1_cts                  51.95            -1.993              8737    -12.76
5_1_grt                  53.89            -2.206              9064    -13.85
6_report                 53.89            -1.760              9064    -9.872
timing repair:
| action | 4_1_cts | 5_1_grt |
|---|---|---|
| setup buffers | 30 | 14 |
| gates resized | 79 | 50 |
| setup endpoints to repair | 14 | 13 |
| pin swaps | 54 | 59 |
| hold endpoints to repair | 0 | 0 |
power breakdown:
part	internal, mW	leakage, nW	switching (mW)
combinational	0.698	3.88	0.625
sequential	0	0	0
clock	0	0	0
total	0.698	3.88	0.625
No activity file was given, so power comes from the tool's default toggle rates.
