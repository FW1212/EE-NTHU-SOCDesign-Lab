==> design.v <==
`timescale 1ns / 1ps
module binary2bcd_double_dabble(
    input [7:0] in_binary,
    output [15:0] unpacked_bcd,
    output [7:0] packed_bcd
    );
reg [15:0] scratch_pad;
reg [31:0] i;
always @(*) begin
    scratch_pad = {8'd0, in_binary};
    for(i = 0; i < 7; i = i + 1)
    begin
        scratch_pad = scratch_pad << 1;
        if(scratch_pad[11:8] > 4'd4)
            scratch_pad[11:8] = scratch_pad[11:8] + 4'd3;
    end
    scratch_pad = scratch_pad << 1;
end
assign packed_bcd = scratch_pad[15:8];
assign unpacked_bcd = {4'd0, scratch_pad[15:12], 4'd0, scratch_pad[11:8]};
endmodule
==> run.sh <==
#!/bin/bash
# OpenROAD 26Q1-2900-gdf79404cd8, Yosys 0.63+post, stock flow scripts
make -C /OpenROAD-flow-scripts/flow DESIGN_CONFIG=/design/flow/config.mk WORK_HOME=/design/flow/orfs finish
==> config.mk <==
export PLATFORM = sky130hd
export DESIGN_NAME = binary2bcd_double_dabble
export DESIGN_NICKNAME = binary2bcd_double_dabble
export VERILOG_FILES = /design/flow/design.v
export SDC_FILE = /design/flow/constraint.sdc
export NUM_CORES = 4
export LEC_CHECK = 1
export CORE_AREA = 10 10 70 70
export DIE_AREA = 0 0 80 80
==> constraint.sdc <==
current_design binary2bcd_double_dabble

set clk_period 7.5
set clk_io_pct 0.2

create_clock -name clk0 -period $clk_period

set non_clock_inputs [all_inputs -no_clocks]
set_input_delay [expr $clk_period * $clk_io_pct] -clock clk0 $non_clock_inputs
set_output_delay [expr $clk_period * $clk_io_pct] -clock clk0 [all_outputs]
==> results.cfg <==
; flow metrics
[finish]
final_cell_area_sq_um = 1065
instances_no_fill = 186
drive_above_1_share_pct = 7.857
regArea_sq_um = 0
clkbuf_count = 0
area_growth_pct = 9.383
fillers = 367
seq_cells = 0

[clock_network]
cts.hold.buffers_added = 0
cts_setup_buffers = 0
cts_resized = 0

[critical_path]
cp.required_ns = 6.00
startpoint_type = primary input
crit_buf_inv = 4
worstSetupEndpointType = output pin
critical_path_class = primary input to output pin
path_cells = clkdlybuf4s50_1 -> inv_1 -> ha_1 -> inv_1 -> ha_1 -> nor2b_1 -> or2_1 -> a221oi_2 -> or2_1 -> a21oi_1 -> a311o_1 -> a21oi_2 -> clkdlybuf4s50_1
path_depth = 13
crit_fanout = 12
critical_path.top_delay_family = AND-OR/OR-AND gates
arrival_ns = 5.20
cp_slowest_cell = a221oi_2
cpPeakStageDelay_ns = 0.69

[logic_synthesis]
top_area_cell = buf_4
synth_warnings = 1
area_leaders = buf_4 14%, a21oi_1 7.2%, ha_1 5.1%
yosys_cells = 140
synth_top_area_share_pct = 13.88
ys_area_sq_um = 973.4
avgSynthCellArea_sq_um = 6.953
postSynthSeqShare_pct = 0
synth_area_sq_um = 973.4
netlist_instances = 140
yosys.cell_types.count = 51

[pwr]
leakage_uw = 0.0003735
p_per_area_nw_per_um2 = 95.34
internal_power_uw = 53.96
power_uw = 101.5
p_clk_share_pct = 0
pwr-share-seq_pct = 0
power_frac_comb_pct = 100.0
p_switching_uw = 47.56
switching_share_pct = 46.85
ir_worst_vdd_v = 0.00002765

[hold_path]
whs_path_depth = 0
hp-class = primary input to output pin

[detailed_routing]
drt_first_pass_iters = 4
drc = 0
final_antenna_net_count = 0
antenna_cells = 0
vias = 958
drt_wl_total_mm = 2.332
viasPerCell = 5.151
drtIter0Drc = 63
wl_per_cell_microns = 12.54

[floorplanning]
row_count = 21
chipArea_sq_um = 6400
die_w_microns = 80
initCoreUtil_pct = 28.50
ios = 32
core_sq_um = 3416
die_h_microns = 80

[sta]
hold_violations = 0
whs_ns = 3.000
finalSetupViolCount = 0
drv_slew = 0
period_used_pct = 89.39
post-route-min-period_ns = 6.704
rsz0062_at_grt = no
tns_ns = 0
clock.fmax_mhz = 149.2
worst_pin_slew_ns = 0.7796
slew-limit-headroom_pct = 48.02

[place]
dp.cells = 186
port_buffers = 21
placed_cell_area_sq_um = 1065
gp_congestion = 0.7911
dp_hpwl_mm = 1.818

[outcome]
status = completed

[global_route]
grt_start_max_net_pins = 17
grt_overflow = 0
grt_pass1_vias = 847
antenna_found_initial = 0
grt_usage_pct = 6.676
grt_pass1_wl_mm = 3.760

[run]
log.warning_count = 35
drv_cap = 0
[cell families (layout without fill, tap and decap cells)]
group / count (synthesis) / in the layout / synth area share [%]
simple gates: 40 / 40 / 22.49
mux: 2 / 2 / 3.342
xor+xnor: 4 / 4 / 4.371
compound gates: 53 / 53 / 39.98
fa+ha+maj: 4 / 4 / 5.142
buf+inv: 36 / 29 / 24.29
other cells: 1 / 8 / 0.3852
[placed cells by master, fill, tap and decap left out, drive strengths merged, types with 3 or more instances in the layout]
master | netlist | final
clkdlybuf4s50 | 0 | 21
ha | 4 | 4
nand3 | 3 | 3
a21oi | 15 | 15
a311oi | 3 | 3
inv | 6 | 6
nor2b | 5 | 5
nor3 | 3 | 3
a211oi | 5 | 5
conb | 1 | 8
nand2 | 9 | 9
nor2 | 9 | 9
o21ai | 7 | 7
o22ai | 4 | 4
[per-stage QoR]
stage | utilization [%] | setup WS [ns]
after detailed placement | 31.17 | 0.7998
final | 31.17 | 0.7957
after global placement | 31.17 | 0.9403
after floorplan | - | 2.313
after global routing | 31.17 | 0.5224
after CTS | 31.17 | 0.7929
[cell usage after synthesis (4+ instances only)]
cell type  number
buf_4          18
a21oi_1        14
nor2_1          8
nand2_1         7
inv_1           6
a211oi_1        5
nor2b_1         5
o21ai_0         5
buf_6           4
clkbuf_1        4
ha_1            4
o22ai_1         4
[area by class of cell]
cell class | instances | area, sq um | area share [%]
inverters | 7 | 26.28 | 2.468
well taps | 46 | 57.56 | 5.405
repair buffers | 22 | 217.7 | 20.45
multi-input cells | 111 | 763.2 | 71.68
[power groups by stage]
stage | clock network [uW] | registers [uW] | logic (uW)
5_1_grt | 0 | 0 | 113
6_report | 0 | 0 | 102
4_1_cts | 0 | 0 | 103
[layer usage]
layer | routed length, microns | part of all wire [%] | GRT usage [%]
met5 | 0 | 0 | 0
met4 | 24 | 1.0 | 0.7042
met3 | 119 | 5.1 | 0
met2 | 1067 | 46 | 12.04
met1 | 1121 | 48 | 8.911
[path summary, 6_finish.rpt]
path / startpoint / to / slack, ns
worst min-delay path: in_binary[0] / packed_bcd[0] / 3.00
worst max-delay path: in_binary[5] / packed_bcd[1] / 0.80
Power is estimated from default activity; no workload was simulated.
