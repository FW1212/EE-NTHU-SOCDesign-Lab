**./config.mk**
```make
export PLATFORM = sky130hd
export DESIGN_NAME = iir
export DESIGN_NICKNAME = iir
export VERILOG_FILES = /design/flow/design.v
export SDC_FILE = /design/flow/constraint.sdc
export NUM_CORES = 4
export LEC_CHECK = 1
export CORE_UTILIZATION = 50
```
**./constraint.sdc**
```tcl
current_design iir

set clk_period 11.5
set clk_io_pct 0.2

create_clock -name clk0 -period $clk_period [get_ports {clk}]

set non_clock_inputs [all_inputs -no_clocks]
set_input_delay [expr $clk_period * $clk_io_pct] -clock clk0 $non_clock_inputs
set_output_delay [expr $clk_period * $clk_io_pct] -clock clk0 [all_outputs]
```
**./design.v**
```verilog
`timescale 1ns / 1ps
module iir(
    input clk,
    input rst_n,
    input [31:0] x,
    output reg [31:0] y
    );
parameter [31:0] a1 = 32'd4;
parameter [31:0] a2 = 32'd3;
parameter [31:0] b0 = 32'd6;
parameter [31:0] b1 = 32'd1;
parameter [31:0] b2 = 32'd2;
reg [31:0] xn1 = 32'd0, xn2 = 32'd0, yn1 = 32'd0, yn2 = 32'd0;
always @(posedge clk or negedge rst_n)
begin
    if(!rst_n)
    begin
        xn1 <= 32'd0;
        xn2 <= 32'd0;
        yn1 <= 32'd0;
        yn2 <= 32'd0;
        y <= 32'd0;
    end
    else
    begin
        xn2 <= xn1;
        xn1 <= x;
        yn2 <= yn1;
        y <= b0 * x + b1 * xn1 + b2 * xn2 - a1 * yn1 - a2 * yn2;
        yn1 <= b0 * x + b1 * xn1 + b2 * xn2 - a1 * yn1 - a2 * yn2;
    end
end
endmodule
```
**./run.sh**
```bash
#!/bin/bash
# OpenROAD 26Q1-2900-gdf79404cd8, Yosys 0.63+post, stock flow scripts
make -C /OpenROAD-flow-scripts/flow DESIGN_CONFIG=/design/flow/config.mk WORK_HOME=/design/flow/orfs finish
```
==> results.txt <==
run results: Slew Viols, Final=0, root buf cell=clkbuf_16, pin count of the biggest net entering global routing=63, Slew @ Worst Pin=693 ps, top achievable clock speed=0.119 GHz, die boundary width=146 um, synth unique cells=62, flip-flops with a built-in enable=0, via count of the first global-routing pass=6674, #FFs+latches synth=159, Routed WL=18600 um, CTS tree=built, crit path capture type=register, grt total ovfl=0, most numerous logic cell after layout=inv_1, Seq/Total Area, Yosys=0.383, Clock Tree Buf Depth=2, IO Port Bufs=65, hold slack=362 ps, Hold Path Class=reg -> reg, Top Layout Cells=inv_1 (239), dfrtp_1 (159), fa_1 (119), warning count from the yosys run=1, Initial DRC Count=242, antenna diode instance count=0, GPL Wtd Cong=0.854, max-cap violation count=0, row cnt=52, Tmin final=8420 ps, crit path DRT=11810 ps, ys cells=939, routed len/inst=14.3 um, clk latency late pin=420 ps, wire length of the first global-routing pass=32600 um, Synth-to-Final Area Change=15.0%, Seq. cell area=3980 um2, ys async rst share=1.00, Die Span Y=146 um, CP Launch Type=primary input, # hold bufs at CTS=0, Starting Density=0.512, Worst Path Max Fanout=13, Synth Cell Area=10400 um2, Tool Warnings=26, TNS Setup=0 ps, Num CTS Buffers=17, Max-slew headroom=0.532, Syn Area/Cell=11.1 um2, Boundary Pins=66, # setup viols final=0, Critical Path AT=8730 ps, htree depth=4, Yosys chip area=10400 um2, DRC=0, chip area=21400 um2, crit path kind=in -> reg, # fillers=1692, final hold vios=0, total track usage=0.205, post-CTS setup buffers=0, RSZ-0062 raised after global routing=no, clk slew on worst S/H paths=60 ps, core area=20300 um2, PostCTS Resize Cnt=0, share of layout cells above drive strength 1=0.0495, clock sink count=159, MI comb area=5470 um2, Gate Count Post-Synth=939, initial antenna violation count=0, final worst path period share=0.732, skew final=11.2 ps, run status=finished, final reports clean, Via Count=6388, main flop type after synthesis=dfrtp_1, first drt pass iteration count=5, DP HPWL=15000 um, vias per cell=4.91, post-route ant nets=0
-- critical path: stages --
cell and delay, ps:
clkdlybuf4s50_1 500, ha_1 270, fa_1 410, a21oi_1 210, o22ai_1 160, o21a_1 230
o2bb2ai_1 230, or2_2 340, o2bb2ai_1 140, nor2_1 120, xor2_1 190, fa_1 450
fa_1 470, fa_1 540, inv_1 40, ha_1 430, and3_1 210, a221o_1 330
a311o_1 320, nand2_1 80, a21oi_2 60, o21ai_0 250, a21oi_1 150, o311ai_2 290
-- state kept, by name, summed over array words and instances, names as in the netlist --
| name | count |
|---|---|
| yn1 | 32 |
| xn1 | 32 |
| y | 32 |
| xn2 | 31 |
| yn2 | 32 |
-- through the flow --
stage           util  cells  instance area, um2  worst slack, ps
4_1_cts        0.589   1300               12000             3030
3_3_place_gp   0.559   1268               11300             2720
2_1_floorplan      -    939               10400             3800
5_1_grt        0.589   1300               12000             2570
6_report       0.589   1300               12000             3080
3_5_place_dp   0.559   1268               11300             2610
-- path summary, 6_finish.rpt --
| path | startpoint | to | slack [ps] | cells past startpoint |
|---|---|---|---|---|
| worst max-delay path | x[1] | yn1[27] | 3080 | 24 |
| worst min-delay path | yn1[30] | yn2[30] | 360 | 0 |
| worst max register to register | yn1[3] | y[20] | 6720 | 14 |
| worst min register to register | yn1[30] | yn2[30] | 360 | 0 |
| max in group asynchronous | rst_n | xn2[8] | 8510 | 2 |
| min in group asynchronous | rst_n | y[14] | 1840 | 1 |
-- cell type report --
class	count	share of cell area
multi-input combinational	533	0.457
sequential	159	0.333
inverter	239	0.0751
timing repair buffer	67	0.0558
clock buffer	20	0.0382
tap	270	0.0283
clock inverter	12	0.0123
-- Yosys cell counts (7+ instances only) --
| cell type | n | area, um2 |
|---|---|---|
| a211oi_1 | 8 | 60.1 |
| a21o_1 | 13 | 97.6 |
| a21oi_1 | 46 | 230 |
| dfrtp_1 | 159 | 3980 |
| fa_1 | 119 | 2380 |
| ha_1 | 64 | 801 |
| inv_1 | 239 | 897 |
| nand2_1 | 23 | 86.3 |
| nand3_1 | 10 | 50.1 |
| nor2_1 | 34 | 128 |
| nor2b_1 | 7 | 43.8 |
| nor3_1 | 13 | 65.1 |
| o211ai_1 | 10 | 75.1 |
| o21ai_0 | 34 | 170 |
| xnor2_1 | 39 | 342 |
| xor2_1 | 20 | 175 |
-- cell families (layout without fill, tap and decap cells) --
kind of cell	Yosys count	after routing	share of synthesized area
flops	159	159	0.383
fa+ha+maj	183	183	0.306
xor+xnor	59	59	0.0497
compound gates	170	170	0.112
buf+inv	247	338	0.0908
simple gates	121	121	0.0583
-- per-layer routing --
| metal | up-vias | part of all wire | global-route usage |
|---|---|---|---|
| met3 | 9 | 0.054 | 0.0494 |
| met4 | 0 | 0.0077 | 0.0156 |
| met5 | - | 0 | 0 |
| met1 | 3114 | 0.48 | 0.345 |
| met2 | 120 | 0.46 | 0.305 |
| li1 | 3145 | - | - |
